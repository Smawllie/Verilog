$ cat design/flow/design.v
module sequence_detector(SW, KEY, LEDR);
    input [9:0] SW;
    input [3:0] KEY;
    output [9:0] LEDR;
    wire w, clock, resetn, out_light;
    reg [3:0] y_Q, Y_D;  
    localparam A = 4'b0000, B = 4'b0001, C = 4'b0010, D = 4'b0011, E = 4'b0100, F = 4'b0101, G = 4'b0110;
    assign w = SW[1];
    assign clock = ~KEY[0];
    assign resetn = SW[0];
    always@(*)
    begin: state_table
        case (y_Q)
            A: begin  
                   if (!w) Y_D <= A;
                   else Y_D <= B;
               end
            B: begin  
                   if(!w) Y_D <= A;
                   else Y_D <= C;
               end
            C:  begin  
                   if(!w) Y_D <= E;
                   else Y_D <= D;
                end
            D: begin  
                    if(!w) Y_D <= E;
                    else Y_D <= F;
               end
            E: begin
                    if(!w) Y_D <= A;
                    else Y_D <= G;
               end
            F: begin
                    if(!w) Y_D <= E;
                    else Y_D <= F;
               end
            G: begin
                    if(!w) Y_D <= A;
                    else Y_D <= C;
               end
            default: Y_D = A;
        endcase
    end  
    always @(posedge clock)
    begin: state_FFs
        if(resetn == 1'b0)
            y_Q <=  A;  
        else
            y_Q <= Y_D;
    end  
    assign out_light = ((y_Q == F) | (y_Q == G));
    assign LEDR[9] = out_light;
    assign LEDR[3:0] = y_Q;
endmodule
$ cat design/flow/run.sh
#!/bin/bash
# OpenROAD 26Q1-2900-gdf79404cd8, Yosys 0.63+post, stock flow scripts
make -C /OpenROAD-flow-scripts/flow DESIGN_CONFIG=/design/flow/config.mk WORK_HOME=/design/flow/orfs finish
$ cat design/flow/config.mk
export PLATFORM = sky130hd
export DESIGN_NAME = sequence_detector
export DESIGN_NICKNAME = sequence_detector
export VERILOG_FILES = /design/flow/design.v
export SDC_FILE = /design/flow/constraint.sdc
export NUM_CORES = 4
export LEC_CHECK = 1
export CORE_AREA = 10 10 70 70
export DIE_AREA = 0 0 80 80
$ cat design/flow/constraint.sdc
current_design sequence_detector

set clk_period 1.2
set clk_io_pct 0.2

create_clock -name clk0 -period $clk_period [get_ports {KEY}]

set non_clock_inputs [all_inputs -no_clocks]
set_input_delay [expr $clk_period * $clk_io_pct] -clock clk0 $non_clock_inputs
set_output_delay [expr $clk_period * $clk_io_pct] -clock clk0 [all_outputs]
==> Changelog: implementation <==
### Physical design

* Status: complete, but fails checks
* Failing checks: negative setup slack
* Routed via count at 196
* Post-DP HPWL at 423 um
* Row cnt at 21
* Final instance area at 412 um2
* Slowest CP cell: dfxtp_4
* Buffers & Inverters on Critical Path at 1
* Setup WS pre-CTS at -0.723 ns
* Final wirelength at 585 um
* I/O pin count at 24
* Chip area at 0.00640 mm2
* # diodes at 0
* Hold WS at 0.685 ns
* Synth Seq Share at 29.6%
* PwrDens at 891 mW/mm2
* Setup slack, reg-to-reg at 0.05 ns
* CP max stage delay at 0.34 ns
* Setup crit end kind: output port
* Most instantiated logic cells after routing: 6 x conb_1, 5 x buf_6, 5 x buf_4, 4 x inv_1
* Syn-to-layout area delta at 103%
* Synthesized area per cell at 8.45 um2
* Clk latency late pin at 0.27 ns
* Synth Instances at 24
* Distinct lib cells used at 12
* Remaining DRCs at 0
* Synth Warn # at 6
* Clock skew at 0.00187 ns
* Core Util, Final at 12.1%
* IO buf count at 6
* Setup violators final at 5
* Slew Limit Fails at 0
* Worst vdd ir at 153 uV
* Worst EP arrival at 1.57 ns
* Reg clk slew, reported paths at 0.03 ns
* RSZ-0062 raised after global routing: true
* FF+latch area at 68.8 um2
* Biggest register: y_Q
* Combinational gate area at 124 um2
* Post-DP Area at 324 um2
* Global-route wire length before repair at 910 um
* Post-DRT Antenna Nets at 0
* Die height at 80 um
* Critical path fanouts, max at 3
* Mapped cell area at 203 um2
* Vias in the first global route at 216
* Most numerous logic cell after layout: conb_1
* Required @ worst endpoint at 0.96 ns
* YS chip area at 203 um2
* TritonCTS Buffers at 3
* Antenna violations before repair at 0
* Vias/cell at 2.23
* Family with the most delay on the worst path: flip-flops
* Clock tree from TritonCTS: done
* Max reg flops at 3
* Total number of H-tree levels at 1
* Pin count of the biggest net entering global routing at 4
* Die width at 80 um
* Fin. Hold Viols at 0
* Worst Setup Path Type: flop to output port
* Total iterations of the first detailed-routing run at 3
* Startpoint Class: flop
* Maxcap violations at 0
* Longest Clk Path Bufs at 2
* GR Util All Layers at 1.90%
* FP Util at 5.93%
* CTS Sinks at 3
* CP cell instances: nand2b_4, a21boi_2, buf_2
* Total congestion overflow at 0
* DR iter-0 viols at 14
* Routability cong. at 0.692
* Layout cells sized above 1 at 54.8%
* Avg WL per Cell at 6.65 um
* Cells in synth_stat.txt at 24
* Registers, synthesis at 3
* CTS root buffer: clkbuf_4
* Tally of OpenROAD warnings at 62
* FILL cells at 399
* Regs by FF count: y_Q (3)
* Min-delay worst type: flop to flop
* Core Area at 0.00342 mm2
* Final worst slack at -0.608 ns
* Leak Pwr at 0.205 nW
-- report_power, final --
group | leakage [nW] | internal, W | switching, W
registers | 0.0264 | 0.000105 | 0.00000594
clock network | 0.0351 | 0.000129 | 0.0000549
logic | 0.144 | 0.0000471 | 0.0000250
total | 0.205 | 0.000281 | 0.0000859
-- through the flow --
stage	std cells	setup TNS [ns]	power [W]
after floorplan	29	-0.409	0.000170
after global placement	78	-3.58	0.000191
after detailed placement	78	-3.63	0.000192
after CTS	87	-2.13	0.000396
after global routing	88	-2.35	0.000429
final	88	-2.09	0.000367
-- repair_timing --
| action | 4_1_cts | 5_1_grt |
|---|---|---|
| hold buffers | 0 | 0 |
| endpoints found under the setup margin | 7 | 5 |
| gates resized | 21 | 6 |
| pin swaps | 1 | 3 |
| setup buffers | 3 | 1 |
-- Yosys cell counts --
cell type,instances,area (um2)
dfxtp_1,3,60.1
o211a_1,1,10.0
xor2_1,3,26.3
inv_1,1,3.75
buf_4,7,52.6
conb_1,1,3.75
a21boi_1,1,7.51
nor2_1,3,11.3
nand2b_1,1,6.26
nand2b_2,1,8.76
xnor2_1,1,8.76
nand2_1,1,3.75
-- path summary, 6_finish.rpt --
path,startpoint,endpoint,cells after the start
setup / recovery,y_Q[0],LEDR[9],3
hold reg to reg,y_Q[0],y_Q[0],4
setup reg to reg,y_Q[1],y_Q[2],5
hold / removal,y_Q[0],y_Q[0],4
-- layout make-up --
cell class | instances | area share (%)
clock inverters | 4 | 3.65
flip-flops and latches | 3 | 16.7
repair buffers | 14 | 30.1
well taps | 46 | 14.0
multi-input cells | 18 | 30.1
clock buffers | 3 | 5.47
-- metal layers --
metal	share of wire [%]	GRT usage [%]	up-vias	wire [um]
li1	-	-	95	-
met1	45	1.72	90	265
met2	40	2.41	11	233
met3	15	2.50	0	86
met4	0	0.704	0	0
met5	0	0	-	0
-- worst reg2reg max path, delay by kind of cell, from the launching register on --
family / cells / cell delay [ns]
xor+xnor: 1 / 0.15
buf+inv: 3 / 0.35
flops: 1 / 0.34
compound gates: 1 / 0.19
-- cells by family (layout without fill, tap and decap cells) --
family | Yosys count | count (layout) | synth area share [%]
compound gates | 2 | 2 | 8.64
buf+inv | 8 | 21 | 27.8
xor+xnor | 4 | 4 | 17.3
other cells | 1 | 6 | 1.85
flops | 3 | 3 | 29.6
simple gates | 6 | 6 | 14.8
No activity file was given, so power comes from the tool's default toggle rates.
